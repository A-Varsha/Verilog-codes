===== flow/run.sh =====
#!/bin/bash
# OpenROAD 26Q1-2900-gdf79404cd8, Yosys 0.63+post, stock flow scripts
make -C /OpenROAD-flow-scripts/flow DESIGN_CONFIG=/design/flow/config.mk WORK_HOME=/design/flow/orfs finish

===== flow/constraint.sdc =====
current_design spi_topmodule

set clk_period 4.1
set clk_io_pct 0.2

create_clock -name clk0 -period $clk_period [get_ports {clk}]

set non_clock_inputs [all_inputs -no_clocks]
set_input_delay [expr $clk_period * $clk_io_pct] -clock clk0 $non_clock_inputs
set_output_delay [expr $clk_period * $clk_io_pct] -clock clk0 [all_outputs]

===== flow/config.mk =====
export PLATFORM = sky130hd
export DESIGN_NAME = spi_topmodule
export DESIGN_NICKNAME = spi_topmodule
export VERILOG_FILES = /design/flow/design.v
export SDC_FILE = /design/flow/constraint.sdc
export NUM_CORES = 4
export LEC_CHECK = 1
export CORE_UTILIZATION = 30

===== flow/design.v =====
`timescale 1ns / 1ps
module spi_topmodule#(
    parameter cpol = 1'b0,   
    parameter cpha = 1'b0    
)(
    input clk,
    input rst,
    input ss,
    input start,
    input [7:0]data_in,
    input miso,
    output reg mosi,
    output reg sclk,
    output reg [7:0]data_out,
    output reg done,
  output   reg [7:0] shift_in, 
  output  reg [7:0] shift_out );
    localparam Idle =2'b00,
               Transfer=2'b01,
               Done=2'b10; 
    reg [1:0] state, next_state;
    reg[2:0] bit_count;
  always @(*) begin
        case(state)
            Idle: next_state = (!ss) ? Transfer : Idle;
            Transfer: next_state = (bit_count == 3'd7 && sclk == cpol) ? Done : Transfer;
            Done: next_state = (ss) ? Idle : Done;
            default: next_state = Idle;
        endcase
    end
  always @(posedge clk or posedge rst) begin
        if (rst)
            state <= Idle;
        else
            state <= next_state;
    end 
   always @(posedge clk or posedge rst) begin
    if (rst) begin
        sclk <=cpol;
        done<=0;
        mosi <=0;
        shift_in<=0;
        shift_out<=0;
        data_out<=0;
        bit_count <=3'd7;
      end
      else begin
      case (state)
      Idle : begin
          bit_count<=0;
          shift_out<=data_in;
          done<=0;
          shift_in=0;
          sclk<=cpol;
          state<=next_state;
      end
     Transfer: begin
         sclk <= ~sclk;    
    if ((cpha == 0 && sclk == ~cpol) || (cpha == 1 && sclk == cpol)) begin
         mosi <= shift_out[7];
        shift_out <= {shift_out[6:0], 1'b0};
        shift_in <= {shift_in[6:0], miso};
          if (bit_count != 0)
            bit_count <= bit_count - 1;
            state<=next_state;
end
    end
      Done: begin
                 done <= 1;
                    data_out <= shift_in;
                    sclk <= cpol;
                    mosi <= 0;
                end
            endcase
        end
    end
endmodule

==> metrics.json <==
{
  "pwr": {
    "swShare_pct": 27.66,
    "cell_internal_pwr_w": 0.0007057,
    "power_per_cell_area_mw_per_mm2": 561.3,
    "power_frac_comb_pct": 28.7,
    "power.share.sequential_pct": 46.9,
    "vdd_drop_max_v": 0.0002402,
    "clkPwrFrac_pct": 24.4,
    "netSwitchingPower_w": 0.0002698,
    "leakagePower_nw": 0.7634
  },
  "die": {
    "core-area_sq_mm": 0.004000,
    "die_y_microns": 66.55,
    "rows": 23,
    "core_util_floorplan_pct": 31.25,
    "ioPinCount": 40,
    "die_area_sq_mm": 0.004429,
    "die.size.x_microns": 66.55
  },
  "worst_setup_path": {
    "endpoint_arrival_time_on_the_critical_path_ns": 1.49,
    "timing.critical_path.to_type": "output port",
    "cp_cell_sequence": "clkdlybuf4s50_1",
    "critPathRequiredTime_ns": 3.28,
    "critical_path_peak_fanout": 11,
    "critical_path.top_delay_family": "flip-flops",
    "kind_of_start_point_of_the_critical_path": "register",
    "timing.critical_path.buf_inv": 1,
    "criticalPathCategory": "reg2out",
    "critical-path-slowest-cell": "sky130_fd_sc_hd__dfrtp_1",
    "crit_path_max_incr_delay_ns": 0.66
  },
  "logic_synthesis": {
    "yosysUniqueCellTypes": 26,
    "edf_count": 0,
    "synth-area-yosys_sq_mm": 0.001250,
    "ff_type": "sky130_fd_sc_hd__dfrtp_1",
    "synthCells": 99,
    "avgSynthCellArea_sq_um": 12.63,
    "asyncSetResetFlopFracSynth_pct": 90.00,
    "synthesis.area_sq_mm": 0.001250,
    "yosys_warnings": 3,
    "synth.ff_latch_count": 30,
    "yosys_cells": 99,
    "seq_area_frac_synth_pct": 58.86
  },
  "drt": {
    "antenna-diode-count": 0,
    "drc": 0,
    "routed_wire_length_microns": 2426,
    "drt_first_pass_iters": 4,
    "ant_nets": 0,
    "via_per_inst": 4.695,
    "num_vias": 878,
    "routedWlPerCell_microns": 12.97,
    "drt_first_iter_violations": 20
  },
  "outcome": {
    "status": "complete, no violations"
  },
  "timing": {
    "setup_violations": 0,
    "timing.slew.headroom_pct": 51.92,
    "final.min_clock_period_ns": 2.308,
    "timing.final.max_slew_violations": 0,
    "timing.final.hold_violations": 0,
    "skew_ns": 0.002721,
    "final.period_utilization_pct": 56.29,
    "max_freq_mhz": 433.3,
    "max_slew.worst_pin.slew_ns": 0.7202,
    "timing.setup.tns_ns": 0,
    "rsz0062_at_grt": "no"
  },
  "global_route": {
    "wire_length_of_the_first_global_routing_pass_microns": 4022,
    "grt_start_max_net_pins": 28,
    "initial_antenna_violation_count": 0,
    "grt_usage_pct": 12.35,
    "number_of_global_route_vias_before_repair": 809,
    "grt_overflow": 0
  },
  "cts": {
    "cts.sinks": 30,
    "postCtsResizedCells": 0,
    "postCtsSetupBuffers": 0,
    "clockRootBuffer": "sky130_fd_sc_hd__clkbuf_8",
    "clk_pin_slew_worst_paths_ns": 0.06,
    "hold_buffers_post_cts": 0,
    "cts_buf_count": 5,
    "insertion_delay_ns": 0.27,
    "ctsHtreeMaxLevel": 2,
    "cts_tree": "built",
    "cts_max_path_buffers": 2
  },
  "hold_path": {
    "min-delay-path-class": "reg2reg"
  },
  "flow_run": {
    "tool_warnings": 26,
    "number_of_violations_of_the_max_capacitance_limit": 0
  },
  "final_layout": {
    "area_growth_syn_to_layout_pct": 39.04,
    "drive_above_1_share_pct": 13.14,
    "final_core_utilization_pct": 43.45,
    "fill_cells": 350,
    "design_area_sq_mm": 0.001738,
    "finalNonFillerCells": 187
  },
  "place": {
    "hpwl_microns": 1628,
    "gpl.final_weighted_congestion": 0.7231,
    "placed_cells": 179,
    "place.port_buffers": 38,
    "postPlaceCellArea_sq_mm": 0.001647
  }
}
-- per-stage QoR --
stage	worst slack (ns)	hold slack (ns)	power, W
after floorplan	2.731	0.4260	0.0005857
after global placement	2.116	0.4725	0.0007360
after detailed placement	2.091	0.4759	0.0007459
after CTS	1.784	0.4952	0.0009902
after global routing	1.679	0.5300	0.001052
final	1.792	0.4956	0.0009756
-- cell type report --
type	count	area [sq um]	share of cell area, %
clock buffers	7	86.33	4.968
clock inverters	1	5.005	0.2880
inverters	3	11.26	0.6479
multi-input cells	57	449.2	25.85
flip-flops and latches	30	735.7	42.33
well taps	50	62.56	3.600
repair buffers	39	387.9	22.32
-- power by group through the flow --
| stage | clock, W | sequential (W) | combinational (W) |
|---|---|---|---|
| 4_1_cts | 0.000247 | 0.000458 | 0.000285 |
| 5_1_grt | 0.000268 | 0.000473 | 0.000311 |
| 6_report | 0.000238 | 0.000458 | 0.000280 |
-- layout by cell type (no fill, tap or decap), drive strengths merged, types with 5 or more instances in the layout --
master	netlist	layout
a211oi	5	5
a21oi	6	6
a22o	8	8
clkbuf	2	7
clkdlybuf4s50	0	38
dfrtp	27	27
mux2	9	9
mux2i	6	6
nor2b	5	5
-- metal layers --
layer,track usage [%],share of wire (%),vias to the layer above
li1,-,-,428
met2,16.92,44,27
met1,19.44,50,421
met3,4.167,5.0,2
met4,2.128,1.1,0
met5,0,0,-
-- sequential cells by signal, summed over array words and instances (netlist names) --
name       count
shift_in       8
done           1
mosi           1
state          3
data_out       8
sclk           1
shift_out      8
-- path summary, 6_finish.rpt --
kind	from	to	slack, ns	cells past startpoint
max	sclk	sclk	1.79	1
min	done	done	0.50	1
max reg2reg	state[2]	shift_out[5]	2.42	3
min reg2reg	done	done	0.50	1
max in group asynchronous	rst	data_out[4]	2.90	3
min in group asynchronous	rst	shift_out[3]	0.94	3
-- Yosys cell counts (2+ instances only) --
| cell type | instances | area [sq um] |
|---|---|---|
| sky130_fd_sc_hd__a21o_1 | 3 | 22.52 |
| sky130_fd_sc_hd__dfrtp_1 | 27 | 675.7 |
| sky130_fd_sc_hd__inv_1 | 3 | 11.26 |
| sky130_fd_sc_hd__a22o_1 | 8 | 70.07 |
| sky130_fd_sc_hd__a221o_1 | 2 | 20.02 |
| sky130_fd_sc_hd__a211oi_1 | 5 | 37.54 |
| sky130_fd_sc_hd__nor3b_1 | 2 | 15.01 |
| sky130_fd_sc_hd__nor2_1 | 2 | 7.510 |
| sky130_fd_sc_hd__clkbuf_1 | 2 | 7.510 |
| sky130_fd_sc_hd__buf_4 | 2 | 15.01 |
| sky130_fd_sc_hd__mux2i_1 | 6 | 60.06 |
| sky130_fd_sc_hd__a21oi_1 | 6 | 30.03 |
| sky130_fd_sc_hd__nor2b_1 | 5 | 31.28 |
| sky130_fd_sc_hd__dfxtp_1 | 3 | 60.06 |
| sky130_fd_sc_hd__mux2_2 | 9 | 101.4 |
| sky130_fd_sc_hd__buf_2 | 4 | 20.02 |
-- logic make-up after synthesis --
| group | Yosys count | synth area share (%) |
|---|---|---|
| flops | 30 | 58.86 |
| simple gates | 15 | 7.007 |
| mux | 15 | 12.91 |
| xor+xnor | 1 | 0.7008 |
| buf+inv | 12 | 5.205 |
| compound gates | 26 | 15.32 |
Power figures rest on the tool's default switching activity, not on a simulated workload.
