==> design/flow/config.mk <==
export PLATFORM = sky130hd
export DESIGN_NAME = fifo
export DESIGN_NICKNAME = fifo
export VERILOG_FILES = /design/flow/design.v
export SDC_FILE = /design/flow/constraint.sdc
export NUM_CORES = 4
export LEC_CHECK = 1
export CORE_UTILIZATION = 40
==> design/flow/constraint.sdc <==
current_design fifo

set clk_period 4.8
set clk_io_pct 0.2

create_clock -name clk0 -period $clk_period [get_ports {clk}]

set non_clock_inputs [all_inputs -no_clocks]
set_input_delay [expr $clk_period * $clk_io_pct] -clock clk0 $non_clock_inputs
set_output_delay [expr $clk_period * $clk_io_pct] -clock clk0 [all_outputs]
==> design/flow/design.v <==
`timescale 1ns / 1ps
module fifo
#( parameter FIFO_DEPTH = 8,
   parameter DATA_WIDTH = 32 )
(
   input  wire clk,
   input  wire reset_n,
   input  wire cs, wr_en, rd_en,
   input  wire [DATA_WIDTH-1:0] data_in,
   output wire [DATA_WIDTH-1:0] data_out,
   output wire empty, full
);
localparam FIFO_DEPTH_LOG = $clog2(FIFO_DEPTH);
reg [DATA_WIDTH-1:0] FIFO [0:FIFO_DEPTH-1];
reg [FIFO_DEPTH_LOG:0] write_pointer;
reg [FIFO_DEPTH_LOG:0] read_pointer;
always @(posedge clk or negedge reset_n) begin
    if (!reset_n)
        write_pointer <= 0;
    else if (cs && wr_en && !full) begin
        FIFO[write_pointer[FIFO_DEPTH_LOG-1:0]] <= data_in;
        write_pointer <= write_pointer + 1'b1;
    end
end
always @(posedge clk or negedge reset_n) begin
    if (!reset_n)
        read_pointer <= 0;
    else if (cs && rd_en && !empty) begin
        read_pointer <= read_pointer + 1'b1;
    end
end
assign data_out = FIFO[read_pointer[FIFO_DEPTH_LOG-1:0]];
assign empty    = (read_pointer == write_pointer);
assign full     = (read_pointer == {~write_pointer[FIFO_DEPTH_LOG],
                                    write_pointer[FIFO_DEPTH_LOG-1:0]});
endmodule
==> design/flow/run.sh <==
#!/bin/bash
# OpenROAD 26Q1-2900-gdf79404cd8, Yosys 0.63+post, stock flow scripts
make -C /OpenROAD-flow-scripts/flow DESIGN_CONFIG=/design/flow/config.mk WORK_HOME=/design/flow/orfs finish
==> results.ini <==
[cells_and_area]
design_area_um2 = 12000
final_util_pct = 49.0
mostFrequentLayoutCells = edfxtp_1 (256), clkdlybuf4s50_1 (70), a21oi_1 (35)
drive_gt1_share_pct = 13.5
areaGrowthSynthToFinish_pct = 19.0
final_common_cell = edfxtp_1
n_fill_cell = 1963

[die]
rows = 57
core_um2 = 24500
dieHeight_um = 161
die-area_um2 = 25900
fp.dieW_um = 161
initial_core_util_pct = 41.2
ios = 71

[worst_setup_path]
worstSetupEndpointType = output pin
crit_family = buffers and inverters
required_ps = 3840
cp-start-kind = flip-flop
critical_path_class = reg -> out
slowest_stage = clkdlybuf4s50_1
slowest_delay_ps = 540
ff2ff_setup_slack_ps = 2280
crit_fanout = 31
path_depth = 9
worstRegToRegCells = 6
path_buffers = 4
cp.arrival_ps = 3180
worstPathCellList = inv_1 -> ha_2 -> nor2_2 -> buf_4 -> nand2_1 -> buf_12 -> nor2_1 -> a21oi_1 -> clkdlybuf4s50_1

[route]
diodes = 0
vias = 5487
drt-initial-drc-count = 395
wl_per_cell_um = 21.2
route.detailed.drc = 0
drtAntennaViolNets = 0
viasPerCell = 5.49
drt-total-wl_mm = 21.2
first_pass_iters = 8

[placement]
portBuffers = 70
hpwl_mm = 11.3
postPlaceCellArea_um2 = 11200
pre_cts_ws_ps = 1210
gp_congestion = 0.804

[power_and_ir_drop]
power_leakage_nw = 3.95
power_mw = 6.91
powerDensity_nw_per_um2 = 575
ir_drop_mv = 0.283

[clocking]
htree_levels = 1
cts_hold_buf = 0
clock_sinks = 264
post_cts_buffers = 0
ctsLongestPathBuffers = 3
clkSlewWorstSetupHoldPaths_ps = 60
cts_root_buffer = clkbuf_16
cts_tree = yes
worstSkewPairLatency_ps = 530
cts_buffers = 27
cts_resized = 0

[timing]
fin_crit_ps = 4140
period_used_pct = 86.3
slew_viol_final = 0
rsz0062_at_grt = no
worst_pin_slew_ps = 758
fmax_ghz = 0.241
skew_ps = 19.3
max_slew_margin_pct = 49.3
setup_violations = 0
fin_ws_ps = 656
hold_viol = 0
tns_ps = 0

[global_routing]
grt_max_degree = 57
grt_use_total_pct = 18.1
grt_overflow = 0
grt_pass1_wl_mm = 32.6
grt_pass1_vias = 6043
antenna_found_initial = 0

[yosys]
netlist_area_um2 = 10100
logic_family = AND-OR/OR-AND gates
synth.cellmix.xorXnorShare_pct = 0.842
mux_area_share_pct = 3.43
synthAoiAreaFrac_pct = 11.0
ys_warn_count = 2
ys_ff = 264
ys_area_um2 = 10100
ys_seq_share_pct = 78.1
synth_cells = 572
ys_sh_simple_pct = 3.39
synth.distinct_cells = 41
ys_sh_adder_pct = 1.49
yosys_cells = 572
synth_area_per_cell_um2 = 17.7

[run]
cap_viol_max_count = 0
warnings = 33

[worst_hold_path]
hold_path.class = reg -> reg
hold_depth = 1

[status]
status = completed

-- Yosys cell counts --
library cell	count	area, um2
xnor2_2	1	16.3
nand3b_1	1	7.51
edfxtp_1	256	7690
a211oi_1	2	15.0
xor2_2	1	16.3
a21o_1	13	97.6
mux2_2	29	327
nor2b_1	1	6.26
buf_4	1	7.51
a22oi_1	16	120
and2_1	1	6.26
a222oi_1	34	340
and2_0	1	6.26
o21a_1	9	67.6
and3_1	8	50.1
nand4_1	8	50.1
buf_6	1	11.3
nand2_1	19	71.3
a221oi_1	15	131
a31oi_1	4	25.0
mux2i_1	2	20.0
clkinv_1	1	3.75
o21ai_0	4	20.0
xnor2_1	6	52.6
nor2_1	30	113
a22o_1	8	70.1
clkbuf_1	18	67.6
buf_2	11	55.1
and2_4	1	8.76
nor4_1	1	6.26
nand3_1	1	5.00
a21oi_1	35	175
ha_1	12	150
inv_1	5	18.8
nand2b_1	1	6.26
a41oi_2	1	16.3
nor2_2	1	6.26
buf_1	3	11.3
a41oi_4	1	27.5
o211ai_1	1	7.51
dfrtp_1	8	200
-- worst paths after layout --
path	startpoint	endpoint
setup / recovery	read_pointer[1]	data_out[5]
hold / removal	read_pointer[3]	read_pointer[3]
setup reg to reg	read_pointer[2]	FIFO[2][31]
hold reg to reg	read_pointer[3]	read_pointer[3]
max in group asynchronous	reset_n	read_pointer[2]
min in group asynchronous	reset_n	write_pointer[3]
-- sequential cells by signal, indices dropped and copies added, names as in the netlist --
name	flops
write_pointer	4
FIFO	256
read_pointer	4
-- metrics by stage --
step	std cells	hold slack, ps
2_1_floorplan	572	567
3_3_place_gp	953	603
3_5_place_dp	953	598
4_1_cts	1000	623
5_1_grt	1000	647
6_report	1000	622
-- metal layers --
metal  GRT usage, %  routed length, um
met1           24.6               8450
met2           25.9               9710
met3           13.0               2840
met4           2.10                181
met5          0.379                  0
-- report_power, final --
group	internal, mW	leakage, nW	switching (mW)
sequential	2.65	2.40	0.0699
combinational	1.15	1.17	1.17
clock	1.08	0.386	0.782
-- kinds of logic (layout without fill, tap and decap cells) --
group	count (synthesis)	after routing
XOR/XNOR	8	8
buffers and inverters	40	144
multiplexers	31	31
AND/OR/NAND/NOR	74	74
flip-flops	264	264
AND-OR/OR-AND	143	143
adder cells (fa/ha/maj)	12	12
-- final cells by class --
| class | count | area (um2) | share of cell area (%) |
|---|---|---|---|
| repair buffers | 91 | 871 | 7.25 |
| multi-input cells | 268 | 2040 | 17.0 |
| clock inverters | 13 | 85.1 | 0.708 |
| inverters | 6 | 22.5 | 0.187 |
| clock buffers | 34 | 702 | 5.84 |
| well taps | 324 | 405 | 3.37 |
| flip-flops and latches | 264 | 7890 | 65.7 |
Power figures rest on the tool's default switching activity, not on a simulated workload.
